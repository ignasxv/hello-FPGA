**run.sh**
```bash
#!/bin/bash
# OpenROAD 26Q1-2900-gdf79404cd8, Yosys 0.63+post, stock flow scripts
make -C /OpenROAD-flow-scripts/flow DESIGN_CONFIG=/design/flow/config.mk WORK_HOME=/design/flow/orfs finish
```
**constraint.sdc**
```tcl
current_design RTL_multiply

set clk_period 2.9
set clk_io_pct 0.2

create_clock -name clk0 -period $clk_period [get_ports {clk}]

set non_clock_inputs [all_inputs -no_clocks]
set_input_delay [expr $clk_period * $clk_io_pct] -clock clk0 $non_clock_inputs
set_output_delay [expr $clk_period * $clk_io_pct] -clock clk0 [all_outputs]
```
**design.v**
```verilog
module RTL_multiply ( clk, reset, start, multiplicand, multiplier, product, done
                       ) ;
    input clk ;
    input reset ;
    input start ;
    input [3:0]multiplicand ;
    input [3:0]multiplier ;
    output [7:0]product ;
    output done ;
    wire busy, count_2, count_1, nx12, nx28, nx44, nx58, P_1, P_2, P_3, P_4, P_5, 
         P_0, nx78, nx94, nx96, nx114, nx132, nx154, nx162, nx174, nx186, nx648, 
         nx658, nx668, nx678, nx688, nx698, nx708, nx718, nx728, nx738, nx748, 
         nx758, nx768, nx778, nx788, nx798, nx808, nx818, nx828, nx842, nx850, 
         nx857, nx858, nx861, nx863, nx878, nx882, nx884, nx887, nx889, nx892, 
         nx896, nx898, nx901, nx903, nx907, nx910, nx912, nx914, nx916, nx918, 
         nx920, nx955, nx957, nx963, nx1021;
    wire [13:0] \$dummy ;
    fake_gnd ix620 (.Y (product[7])) ;
    dffr reg_done (.Q (done), .QB (\$dummy [0]), .D (nx828), .CLK (clk), .R (
         reset)) ;
    mux21_ni ix829 (.Y (nx828), .A0 (done), .A1 (busy), .S0 (nx44)) ;
    nand02_2x ix843 (.Y (nx842), .A0 (nx44), .A1 (nx963)) ;
    oai21 ix45 (.Y (nx44), .A0 (count_2), .A1 (nx850), .B0 (busy)) ;
    dffr reg_count_2 (.Q (count_2), .QB (\$dummy [1]), .D (nx668), .CLK (clk), .R (
         reset)) ;
    ao22 ix669 (.Y (nx668), .A0 (count_2), .A1 (nx1021), .B0 (busy), .B1 (nx28)
         ) ;
    xnor2 ix29 (.Y (nx28), .A0 (count_2), .A1 (nx850)) ;
    dffr reg_count_1 (.Q (count_1), .QB (nx858), .D (nx658), .CLK (clk), .R (
         reset)) ;
    ao32 ix659 (.Y (nx658), .A0 (nx12), .A1 (busy), .A2 (nx850), .B0 (count_1), 
         .B1 (nx1021)) ;
    dffr count_0 (.Q (\$dummy [2]), .QB (nx857), .D (nx648), .CLK (clk), .R (
         reset)) ;
    nand02_2x ix862 (.Y (nx861), .A0 (start), .A1 (nx863)) ;
    dffr reg_busy (.Q (busy), .QB (nx863), .D (nx678), .CLK (clk), .R (reset)) ;
    dffr reg_product_0 (.Q (product[0]), .QB (\$dummy [3]), .D (nx758), .CLK (
         clk), .R (reset)) ;
    mux21_ni ix759 (.Y (nx758), .A0 (product[0]), .A1 (P_1), .S0 (nx955)) ;
    dffr reg_P_1 (.Q (P_1), .QB (\$dummy [4]), .D (nx748), .CLK (clk), .R (reset
         )) ;
    mux21_ni ix187 (.Y (nx186), .A0 (multiplier[1]), .A1 (P_2), .S0 (nx861)) ;
    dffr reg_P_2 (.Q (P_2), .QB (\$dummy [5]), .D (nx738), .CLK (clk), .R (reset
         )) ;
    mux21_ni ix175 (.Y (nx174), .A0 (multiplier[2]), .A1 (P_3), .S0 (nx861)) ;
    dffr reg_P_3 (.Q (P_3), .QB (\$dummy [6]), .D (nx728), .CLK (clk), .R (reset
         )) ;
    mux21_ni ix163 (.Y (nx162), .A0 (multiplier[3]), .A1 (nx154), .S0 (nx861)) ;
    oai22 ix155 (.Y (nx154), .A0 (nx878), .A1 (nx920), .B0 (nx918), .B1 (P_0)) ;
    oai22 ix719 (.Y (nx718), .A0 (nx863), .A1 (nx882), .B0 (nx918), .B1 (nx963)
          ) ;
    oai22 ix709 (.Y (nx708), .A0 (nx863), .A1 (nx887), .B0 (nx884), .B1 (nx963)
          ) ;
    oai22 ix699 (.Y (nx698), .A0 (nx892), .A1 (nx863), .B0 (nx889), .B1 (nx963)
          ) ;
    nand02_2x ix893 (.Y (nx892), .A0 (P_0), .A1 (nx94)) ;
    oai32 ix689 (.Y (nx688), .A0 (nx896), .A1 (start), .A2 (busy), .B0 (nx898), 
          .B1 (nx1021)) ;
    dffr reg_P_0 (.Q (P_0), .QB (nx896), .D (nx688), .CLK (clk), .R (reset)) ;
    aoi32 ix899 (.Y (nx898), .A0 (multiplier[0]), .A1 (start), .A2 (nx863), .B0 (
          P_1), .B1 (nx861)) ;
    xnor2 ix95 (.Y (nx94), .A0 (nx901), .A1 (multiplicand[3])) ;
    mux21_ni ix902 (.Y (nx901), .A0 (nx903), .A1 (nx889), .S0 (nx907)) ;
    aoi32 ix904 (.Y (nx903), .A0 (multiplicand[0]), .A1 (P_4), .A2 (nx78), .B0 (
          P_5), .B1 (multiplicand[1])) ;
    dffr reg_P_5 (.Q (P_5), .QB (nx884), .D (nx708), .CLK (clk), .R (reset)) ;
    dffr reg_P_6 (.Q (\$dummy [7]), .QB (nx889), .D (nx698), .CLK (clk), .R (
         reset)) ;
    xnor2 ix911 (.Y (nx910), .A0 (nx903), .A1 (nx907)) ;
    xnor2 ix913 (.Y (nx912), .A0 (nx914), .A1 (nx916)) ;
    nand02_2x ix915 (.Y (nx914), .A0 (multiplicand[0]), .A1 (P_4)) ;
    dffr reg_P_4 (.Q (P_4), .QB (nx918), .D (nx718), .CLK (clk), .R (reset)) ;
    ao21 ix921 (.Y (nx920), .A0 (multiplicand[0]), .A1 (P_4), .B0 (nx896)) ;
    nor04 ix59 (.Y (nx58), .A0 (nx863), .A1 (count_2), .A2 (nx858), .A3 (nx857)
          ) ;
    dffr reg_product_1 (.Q (product[1]), .QB (\$dummy [8]), .D (nx768), .CLK (
         clk), .R (reset)) ;
    mux21_ni ix769 (.Y (nx768), .A0 (product[1]), .A1 (P_2), .S0 (nx955)) ;
    dffr reg_product_2 (.Q (product[2]), .QB (\$dummy [9]), .D (nx778), .CLK (
         clk), .R (reset)) ;
    mux21_ni ix779 (.Y (nx778), .A0 (product[2]), .A1 (P_3), .S0 (nx955)) ;
    dffr reg_product_3 (.Q (product[3]), .QB (\$dummy [10]), .D (nx788), .CLK (
         clk), .R (reset)) ;
    mux21_ni ix789 (.Y (nx788), .A0 (product[3]), .A1 (nx154), .S0 (nx955)) ;
    dffr reg_product_4 (.Q (product[4]), .QB (\$dummy [11]), .D (nx798), .CLK (
         clk), .R (reset)) ;
    mux21_ni ix799 (.Y (nx798), .A0 (product[4]), .A1 (nx132), .S0 (nx955)) ;
    dffr reg_product_5 (.Q (product[5]), .QB (\$dummy [12]), .D (nx808), .CLK (
         clk), .R (reset)) ;
    mux21_ni ix809 (.Y (nx808), .A0 (product[5]), .A1 (nx114), .S0 (nx955)) ;
    dffr reg_product_6 (.Q (product[6]), .QB (\$dummy [13]), .D (nx818), .CLK (
         clk), .R (reset)) ;
    mux21_ni ix819 (.Y (nx818), .A0 (product[6]), .A1 (nx96), .S0 (nx955)) ;
    inv02 ix133 (.Y (nx132), .A (nx882)) ;
    inv02 ix115 (.Y (nx114), .A (nx887)) ;
    inv02 ix97 (.Y (nx96), .A (nx892)) ;
    inv02 ix79 (.Y (nx78), .A (nx916)) ;
    buf02 ix954 (.Y (nx955), .A (nx58)) ;
    or02 ix851 (.Y (nx850), .A0 (nx858), .A1 (nx857)) ;
    nand02_2x ix13 (.Y (nx12), .A0 (nx857), .A1 (nx858)) ;
    xor2 ix908 (.Y (nx907), .A0 (multiplicand[2]), .A1 (nx889)) ;
    inv02 ix962 (.Y (nx963), .A (nx957)) ;
    mux21_ni ix679 (.Y (nx678), .A0 (start), .A1 (nx842), .S0 (busy)) ;
    nor02ii ix848 (.Y (nx957), .A0 (start), .A1 (nx863)) ;
    mux21_ni ix649 (.Y (nx648), .A0 (nx1021), .A1 (busy), .S0 (nx857)) ;
    mux21_ni ix749 (.Y (nx748), .A0 (nx186), .A1 (P_1), .S0 (nx1021)) ;
    mux21_ni ix739 (.Y (nx738), .A0 (nx174), .A1 (P_2), .S0 (nx1021)) ;
    mux21_ni ix729 (.Y (nx728), .A0 (nx162), .A1 (P_3), .S0 (nx1021)) ;
    nor02_2x ix879 (.Y (nx878), .A0 (multiplicand[0]), .A1 (P_4)) ;
    mux21_ni ix883 (.Y (nx882), .A0 (nx884), .A1 (nx912), .S0 (P_0)) ;
    mux21_ni ix888 (.Y (nx887), .A0 (nx889), .A1 (nx910), .S0 (P_0)) ;
    xnor2 ix917 (.Y (nx916), .A0 (multiplicand[1]), .A1 (P_5)) ;
    inv02 ix1020 (.Y (nx1021), .A (nx963)) ;
endmodule
module nor02_2x ( Y, A0, A1 ) ;
    output Y ;
    input A0 ;
    input A1 ;
    wire NOT_A0, NOT_A1;
    assign NOT_A0 = ~A0 ;
    assign NOT_A1 = ~A1 ;
    and (Y, NOT_A0, NOT_A1) ;
endmodule
module nor02ii ( Y, A0, A1 ) ;
    output Y ;
    input A0 ;
    input A1 ;
    wire NOT_A0;
    assign NOT_A0 = ~A0 ;
    and (Y, NOT_A0, A1) ;
endmodule
module xor2 ( Y, A0, A1 ) ;
    output Y ;
    input A0 ;
    input A1 ;
    xor (Y, A0, A1) ;
endmodule
module or02 ( Y, A0, A1 ) ;
    output Y ;
    input A0 ;
    input A1 ;
    or (Y, A1, A0) ;
endmodule
module buf02 ( Y, A ) ;
    output Y ;
    input A ;
    assign Y = A ;
endmodule
module inv02 ( Y, A ) ;
    output Y ;
    input A ;
    assign Y = ~A ;
endmodule
module nor04 ( Y, A0, A1, A2, A3 ) ;
    output Y ;
    input A0 ;
    input A1 ;
    input A2 ;
    input A3 ;
    wire NOT_A0, NOT_A1, nx4, NOT_A2, nx8, NOT_A3;
    assign NOT_A0 = ~A0 ;
    assign NOT_A1 = ~A1 ;
    and (nx4, NOT_A0, NOT_A1) ;
    assign NOT_A2 = ~A2 ;
    and (nx8, nx4, NOT_A2) ;
    assign NOT_A3 = ~A3 ;
    and (Y, nx8, NOT_A3) ;
endmodule
module ao21 ( Y, A0, A1, B0 ) ;
    output Y ;
    input A0 ;
    input A1 ;
    input B0 ;
    wire nx0;
    and (nx0, A0, A1) ;
    or (Y, nx0, B0) ;
endmodule
module aoi32 ( Y, A0, A1, A2, B0, B1 ) ;
    output Y ;
    input A0 ;
    input A1 ;
    input A2 ;
    input B0 ;
    input B1 ;
    wire NOT_A2, NOT_B1, nx4, NOT_A1, nx8, nx10, NOT_A0, nx14, nx16, NOT_B0, 
         nx20, nx22, nx24, nx26, nx28;
    assign NOT_A2 = ~A2 ;
    assign NOT_B1 = ~B1 ;
    and (nx4, NOT_A2, NOT_B1) ;
    assign NOT_A1 = ~A1 ;
    and (nx8, NOT_A1, NOT_B1) ;
    or (nx10, nx4, nx8) ;
    assign NOT_A0 = ~A0 ;
    and (nx14, NOT_A0, NOT_B1) ;
    or (nx16, nx10, nx14) ;
    assign NOT_B0 = ~B0 ;
    and (nx20, NOT_A2, NOT_B0) ;
    or (nx22, nx16, nx20) ;
    and (nx24, NOT_A1, NOT_B0) ;
    or (nx26, nx22, nx24) ;
    and (nx28, NOT_A0, NOT_B0) ;
    or (Y, nx26, nx28) ;
endmodule
module oai32 ( Y, A0, A1, A2, B0, B1 ) ;
    output Y ;
    input A0 ;
    input A1 ;
    input A2 ;
    input B0 ;
    input B1 ;
    wire NOT_A0, NOT_A1, nx4, NOT_A2, nx8, NOT_B0, NOT_B1, nx14;
    assign NOT_A0 = ~A0 ;
    assign NOT_A1 = ~A1 ;
    and (nx4, NOT_A0, NOT_A1) ;
    assign NOT_A2 = ~A2 ;
    and (nx8, nx4, NOT_A2) ;
    assign NOT_B0 = ~B0 ;
    assign NOT_B1 = ~B1 ;
    and (nx14, NOT_B0, NOT_B1) ;
    or (Y, nx8, nx14) ;
endmodule
module oai22 ( Y, A0, A1, B0, B1 ) ;
    output Y ;
    input A0 ;
    input A1 ;
    input B0 ;
    input B1 ;
    wire NOT_B0, NOT_B1, nx4, NOT_A0, NOT_A1, nx10;
    assign NOT_B0 = ~B0 ;
    assign NOT_B1 = ~B1 ;
    and (nx4, NOT_B0, NOT_B1) ;
    assign NOT_A0 = ~A0 ;
    assign NOT_A1 = ~A1 ;
    and (nx10, NOT_A0, NOT_A1) ;
    or (Y, nx4, nx10) ;
endmodule
module ao32 ( Y, A0, A1, A2, B0, B1 ) ;
    output Y ;
    input A0 ;
    input A1 ;
    input A2 ;
    input B0 ;
    input B1 ;
    wire nx0, nx2, nx4;
    and (nx0, A0, A1) ;
    and (nx2, nx0, A2) ;
    and (nx4, B0, B1) ;
    or (Y, nx2, nx4) ;
endmodule
module xnor2 ( Y, A0, A1 ) ;
    output Y ;
    input A0 ;
    input A1 ;
    xnor (Y, A0, A1) ;
endmodule
module ao22 ( Y, A0, A1, B0, B1 ) ;
    output Y ;
    input A0 ;
    input A1 ;
    input B0 ;
    input B1 ;
    wire nx0, nx2;
    and (nx0, B0, B1) ;
    and (nx2, A0, A1) ;
    or (Y, nx0, nx2) ;
endmodule
module oai21 ( Y, A0, A1, B0 ) ;
    output Y ;
    input A0 ;
    input A1 ;
    input B0 ;
    wire NOT_A0, NOT_A1, nx4, NOT_B0;
    assign NOT_A0 = ~A0 ;
    assign NOT_A1 = ~A1 ;
    and (nx4, NOT_A0, NOT_A1) ;
    assign NOT_B0 = ~B0 ;
    or (Y, nx4, NOT_B0) ;
endmodule
module nand02_2x ( Y, A0, A1 ) ;
    output Y ;
    input A0 ;
    input A1 ;
    wire NOT_A1, NOT_A0;
    assign NOT_A1 = ~A1 ;
    assign NOT_A0 = ~A0 ;
    or (Y, NOT_A1, NOT_A0) ;
endmodule
module mux21_ni ( Y, A0, A1, S0 ) ;
    output Y ;
    input A0 ;
    input A1 ;
    input S0 ;
    wire NOT_S0, nx2, nx4;
    assign NOT_S0 = ~S0 ;
    and (nx2, A0, NOT_S0) ;
    and (nx4, A1, S0) ;
    or (Y, nx2, nx4) ;
endmodule
module dffr ( Q, QB, D, CLK, R ) ;
    output Q ;
    output QB ;
    input D ;
    input CLK ;
    input R ;
    wire nx2;
    DFFRS ix1 (.set (nx2), .reset (R), .in (D), .clk (CLK), .out (Q)) ;
    assign nx2 = 0 ;
    assign QB = ~Q ;
endmodule
module DFFRS ( set, reset, in, clk, out ) ;
    input set ;
    input reset ;
    input in ;
    input clk ;
    output out ;
reg out; 
always @ (posedge set or posedge reset or posedge clk)
begin
    if (set) out = 1;
    else if (reset) out = 0;
    else begin
     out = in;
    end
end
endmodule
module fake_gnd ( Y ) ;
    output Y ;
    assign Y = 0 ;
endmodule
```
**config.mk**
```make
export PLATFORM = sky130hd
export DESIGN_NAME = RTL_multiply
export DESIGN_NICKNAME = RTL_multiply
export VERILOG_FILES = /design/flow/design.v
export SDC_FILE = /design/flow/constraint.sdc
export NUM_CORES = 4
export LEC_CHECK = 1
export CORE_AREA = 10 10 104 104
export DIE_AREA = 0 0 114 114
```
==> impl_results.rst <==
Flow metrics
------------

.. list-table::
   :header-rows: 1

   * - Metric
     - Value
   * - Half-perimeter wire length after placement
     - 1.72 mm
   * - DRC violation count after routing
     - 0
   * - Main flop type
     - sky130_fd_sc_hd__dfrtp_1
   * - Hold violation total from the final report
     - 0
   * - Y dimension of the die
     - 114 um
   * - Most instantiated logic cell after routing
     - sky130_fd_sc_hd__dfrtp_1
   * - Synthesized cell area
     - 1010 um^2
   * - Cell leakage power
     - 0.520 nW
   * - CTS Root Buffer Type
     - sky130_fd_sc_hd__clkbuf_8
   * - CTS hold repair buffers
     - 0
   * - Post-CTS setup buffer count
     - 0
   * - Worst setup EP type
     - flop
   * - Met2 wire len
     - 932 um
   * - Portion of the post-synthesis area used by sequential elements
     - 0.470
   * - Vias per inst
     - 3.11
   * - Number of optimization iterations in the first detailed-route pass
     - 2
   * - Peak clock frequency supported by timing
     - 484 MHz
   * - Deepest level of the CTS H-tree
     - 1
   * - Drt first-iter violations
     - 7
   * - Data arrival at the endpoint of the critical path
     - 2210 ps
   * - Worst Path Class, Setup
     - in -> reg
   * - Post-synthesis cell count from yosys
     - 98
   * - Number of port buffers
     - 18
   * - Synthesis Warnings
     - 2
   * - Post-synth tally of flip-flops with integrated enable
     - 0
   * - Count of boundary I/O pins
     - 20
   * - Floorplan Core Area
     - 8680 um^2
   * - Clock transition at the register clock pins on the worst setup and hold paths after CTS
     - 70 ps
   * - Startpoint kind of the worst setup timing path
     - input pin
   * - Sum of internal, switching and leakage power
     - 1.14 mW
   * - First-pass GRT wire length
     - 3.68 mm
   * - Skew-Pair Late Insertion Delay
     - 250 ps
   * - Number of instances in the synthesized netlist
     - 98
   * - Launch point of the worst reg-to-reg path
     - reg_busy.ix1.out$_DFF_PP0_
   * - Type of the tightest min-delay check
     - reg -> reg
   * - Routability congestion estimate
     - 0.734
   * - Footprint of the flip-flops and latches
     - 475 um^2
   * - Proportion of synthesized flip-flops having asynchronous set or reset
     - 1.00
   * - Number of antenna violations at the first check in global routing
     - 0
   * - Largest fanout on the critical path
     - 4
   * - Worst vdd rail ir drop
     - 0.147 mV
   * - Yosys stat area
     - 1010 um^2
   * - Post-Route Setup TNS
     - 0 ps
   * - Worst hold margin
     - 485 ps
   * - Std cell rows
     - 34
   * - Resized Gates After CTS
     - 0
   * - Multi-input combinational cell area
     - 420 um^2
   * - Slew headroom
     - 0.507
   * - Outcome
     - finished, final reports clean
   * - Total of flip-flops plus latches after synthesis
     - 19
   * - Syn-to-layout area delta
     - 26.1%
   * - Power per Cell Area
     - 890 nW/um^2
   * - Top routing layer used
     - met4
   * - Cycle use final
     - 0.712
   * - Initial Utilization
     - 0.117
   * - Setup violations, final
     - 0
   * - Horizontal die dimension
     - 114 um
   * - Metal3 WL
     - 96 um
   * - CTS tree
     - yes
   * - Leftover overflow at the end of global routing
     - 0
   * - Final period demand of the worst path
     - 2070 ps
   * - Non-filler instance count after layout
     - 215
   * - Final Skew
     - 1.54 ps
   * - Antenna diode count
     - 0
   * - TritonCTS Sinks
     - 19
   * - Setup repair after global routing missed its margin
     - false
   * - Total wire length after detailed routing
     - 2.17 mm
   * - Critical Path RT
     - 3040 ps
   * - Maximum number of pins on one net before global-route repair
     - 20
   * - Number of placed instances with taps included
     - 211
   * - Remaining antenna violation count after routing
     - 0
   * - Cts bufs inserted
     - 3
   * - Wire length the detailed router placed on met1
     - 1.09 mm
   * - Most frequent cells in the layout
     - 19 x sky130_fd_sc_hd__dfrtp_1, 18 x sky130_fd_sc_hd__clkdlybuf4s50_1, 12 x sky130_fd_sc_hd__nand2_1
   * - Number of global-route vias before repair
     - 706
   * - Tot GR Track Use
     - 0.0347
   * - Count of max-cap constraint violations
     - 0
   * - Least-Margin Pin Slew
     - 738 ps
   * - Number of OpenROAD warnings
     - 26
   * - Final number of max-transition violations
     - 0
   * - Synthesized area divided by synthesized cell count
     - 10.3 um^2
   * - Distinct cell type count after synthesis
     - 34
   * - Fraction of final layout cells with drive strength greater than 1
     - 0.112
   * - Buffers from clock root to sink, at most
     - 2
   * - Fill cell total of the finished layout
     - 994
   * - Wire per inst
     - 10.1 um
   * - CP startpoint
     - multiplicand[1]
   * - Die Footprint
     - 13000 um^2
   * - Via count
     - 669
synthesized netlist by cell type (2+ instances only):
cell type / n / area, um^2
sky130_fd_sc_hd__mux2_2: 4 / 45.0
sky130_fd_sc_hd__dfrtp_1: 19 / 475
sky130_fd_sc_hd__nor2_1: 5 / 18.8
sky130_fd_sc_hd__a21oi_1: 3 / 15.0
sky130_fd_sc_hd__o21ai_1: 2 / 10.0
sky130_fd_sc_hd__nand2_1: 12 / 45.0
sky130_fd_sc_hd__clkbuf_1: 3 / 11.3
sky130_fd_sc_hd__xor2_1: 2 / 17.5
sky130_fd_sc_hd__ha_1: 3 / 37.5
sky130_fd_sc_hd__buf_4: 8 / 60.1
sky130_fd_sc_hd__inv_1: 5 / 18.8
sky130_fd_sc_hd__nand3_1: 2 / 10.0
sky130_fd_sc_hd__o21ai_0: 6 / 30.0
sky130_fd_sc_hd__mux2i_1: 4 / 40.0
per-layer routing:
metal	vias to the layer above	GRT usage
met5	-	0
met3	5	0.0117
met1	317	0.0478
met2	12	0.0520
li1	335	-
met4	0	0.00668
final timing paths:
path / end / slack (ps) / depth (start not counted)
worst max-delay path: flop / 830 / 7
worst min-delay path: flop / 480 / 2
worst max register to register: flop / 1220 / 2
worst min register to register: flop / 480 / 2
max in group asynchronous: asynchronous set/reset pin / 1690 / 2
min in group asynchronous: asynchronous set/reset pin / 740 / 2
cell type report:
| type | count | area share |
|---|---|---|
| clock inverter | 1 | 0.00392 |
| sequential | 19 | 0.373 |
| clock buffer | 3 | 0.0324 |
| timing repair buffer | 18 | 0.141 |
| tap | 108 | 0.106 |
| inverter | 5 | 0.0147 |
| multi-input combinational | 61 | 0.329 |
where the power goes:
| group | switching [mW] | total (mW) | internal, mW |
|---|---|---|---|
| registers | 0.118 | 0.513 | 0.395 |
| clock network | 0.0888 | 0.184 | 0.0955 |
| logic | 0.174 | 0.439 | 0.265 |
| total | 0.381 | 1.14 | 0.755 |
critical path, cell delays in order:
cell,delay (ps)
sky130_fd_sc_hd__clkdlybuf4s50_1,500
sky130_fd_sc_hd__inv_1,70
sky130_fd_sc_hd__ha_1,220
sky130_fd_sc_hd__a211oi_4,270
sky130_fd_sc_hd__maj3_4,260
sky130_fd_sc_hd__nor3_1,40
sky130_fd_sc_hd__a221o_1,270
logic make-up (layout without fill, tap and decap cells):
kind of cell | Yosys count | count (layout) | share of synthesized area
AND-OR/OR-AND | 18 | 18 | 0.121
adder cells (fa/ha/maj) | 4 | 4 | 0.0507
other | 1 | 1 | 0.00370
multiplexers | 8 | 8 | 0.0841
XOR/XNOR | 3 | 3 | 0.0260
buffers and inverters | 18 | 27 | 0.115
flip-flops | 19 | 19 | 0.470
AND/OR/NAND/NOR | 27 | 27 | 0.130
metrics by stage:
step            util  area [um^2]  setup slack, ps
3_5_place_dp   0.142         1230              553
5_1_grt        0.147         1280              746
6_report       0.147         1280              835
4_1_cts        0.147         1280              834
2_1_floorplan      -         1010             1180
3_3_place_gp   0.142         1230              579
Power is estimated from default activity; no workload was simulated.
