==> /design/flow/design.v <==
module FSM(
    LM,          
    LA0, LA1,    
    LQ0, LQ1,    
    AS,          
    done,        
    clock,       
    Qm1, Q0,     
    start,       
    reset        
);
  output LM, LA0, LA1, LQ0, LQ1, AS, done;
  input  clock, Qm1, Q0, start, reset;
  reg LM, LA0, LA1, LQ0, LQ1, AS, done;
  reg [1:0] count;          
  reg [2:0] NEXT_STATE; 
  reg [2:0] ST;
  parameter s0 = 3'b000, s1 = 3'b001, s2 = 3'b010, s3 = 3'b011, s4 = 3'b100;
  parameter Add = 1'b0, Sub = 1'b1;
  parameter LD = 1'b1, HD = 1'b0;
  always @(start or ST or Qm1 or Q0 or count) begin
    NEXT_STATE = ST;
    LM = HD;
    {LA1, LA0} = 2'b11;  
    {LQ1, LQ0} = 2'b11;  
    AS = Add;
    case (ST)
      s0: begin
        if (start == 1'b1) begin
          LM         = LD;          
          {LA1, LA0} = 2'b01;        
          {LQ1, LQ0} = 2'b00;        
          AS         = Add;          
          NEXT_STATE = s1;
        end else begin
          NEXT_STATE = s0;
        end
      end
      s1: begin
        case ({Q0, Qm1})
          2'b01: begin
            LM         = HD;
            {LA1, LA0} = 2'b00;    
            {LQ1, LQ0} = 2'b11;    
            AS         = Add;
            NEXT_STATE = s2;
          end
          2'b10: begin
            LM         = HD;
            {LA1, LA0} = 2'b00;    
            {LQ1, LQ0} = 2'b11;    
            AS         = Sub;
            NEXT_STATE = s3;
          end
          2'b00, 2'b11: begin
            LM         = HD;
            {LA1, LA0} = 2'b11;    
            {LQ1, LQ0} = 2'b11;    
            AS         = Add;       
            NEXT_STATE = s4;
          end
          default: begin
            NEXT_STATE = s4;
          end
        endcase
      end
      s2: begin
        LM         = HD;
        {LA1, LA0} = 2'b10;        
        {LQ1, LQ0} = 2'b10;        
        AS         = Add;
        NEXT_STATE = s4;
      end
      s3: begin
        LM         = HD;
        {LA1, LA0} = 2'b10;        
        {LQ1, LQ0} = 2'b10;        
        AS         = Sub;
        NEXT_STATE = s4;
      end
      s4: begin
        LM         = HD;
        {LA1, LA0} = 2'b10;        
        {LQ1, LQ0} = 2'b10;        
        AS         = Add;          
        if (count == 2'b11)
          NEXT_STATE = s0;
        else
          NEXT_STATE = s1;
      end
      default: begin
        NEXT_STATE = s0;
        LM         = HD;
        {LA1, LA0} = 2'b11;
        {LQ1, LQ0} = 2'b11;
        AS         = Add;
      end
    endcase
  end
  always @(posedge clock or posedge reset) begin
    if (reset) begin
      ST    <= s0;
      count <= 2'b00;
      done  <= 1'b0;
    end else begin
      ST <= NEXT_STATE;
      if (ST == s4) begin
        count <= count + 1;
      end
      if (ST == s0 && start == 1'b1) begin
        count <= 2'b00;
        done  <= 1'b0;
      end
    end
  end
endmodule
==> /design/flow/run.sh <==
#!/bin/bash
# OpenROAD 26Q1-2900-gdf79404cd8, Yosys 0.63+post, stock flow scripts
make -C /OpenROAD-flow-scripts/flow DESIGN_CONFIG=/design/flow/config.mk WORK_HOME=/design/flow/orfs finish
==> /design/flow/config.mk <==
export PLATFORM = sky130hd
export DESIGN_NAME = FSM
export DESIGN_NICKNAME = FSM
export VERILOG_FILES = /design/flow/design.v
export SDC_FILE = /design/flow/constraint.sdc
export NUM_CORES = 4
export LEC_CHECK = 1
export CORE_AREA = 10 10 70 70
export DIE_AREA = 0 0 80 80
==> /design/flow/constraint.sdc <==
current_design FSM

set clk_period 2.4
set clk_io_pct 0.2

create_clock -name clk0 -period $clk_period [get_ports {clock}]

set non_clock_inputs [all_inputs -no_clocks]
set_input_delay [expr $clk_period * $clk_io_pct] -clock clk0 $non_clock_inputs
set_output_delay [expr $clk_period * $clk_io_pct] -clock clk0 [all_outputs]
==> GITHUB_STEP_SUMMARY <==
## Synthesis and layout report

| Metric | Value |
|---|---|
| Synthesized registers | 7 |
| Cells after synthesis | 36 |
| Peak Freq | 429.6 MHz |
| Synth area leaders | dfrtp_1 42%, ha_1 10%, dfstp_2 7.3%, inv_1 5.2%, nand2_1 5.2% |
| First-pass DRT Iterations | 2 |
| R2R Path End | count[1] |
| Logic area | 161.4 um2 |
| Crit path top cell by count | clkdlybuf4s50_1 |
| Simple share | 0.1626 |
| Synth Seq Share | 0.4879 |
| Adder share | 0.1038 |
| WHS | 0.4637 ns |
| CTS tree | built |
| Final hold vios | 0 |
| Routed wire length | 731 um |
| Hold/Removal Path Class | primary input to async pin |
| Yosys warns | 1 |
| Util after Layout | 0.1608 |
| Status | finished clean |
| Dominant synthesized flop cell | dfrtp_1 |
| CTS max path bufs | 2 |
| Detailed-route via count | 273 |
| Max cap viols | 0 |
| Number of enable flip-flop cells | 0 |
| Via count of the first global-routing pass | 284 |
| Largest net degree at the start of global routing | 8 |
| Initial antenna violation count | 0 |
| Most common cell in the synthesized netlist | dfrtp_1 |
| RR Startpoint | count[0] |
| Crit Path Max Fanout | 2 |
| Post-place instance area | 519.2 um2 |
| Unrepaired setup endpoints after global routing | no |
| Top-area cell share | 0.4152 |
| Ratio of cells with drive above 1 in the final layout | 0.1800 |
| Post-layout min period | 2.328 ns |
| WS Path Type | primary input to output port |
| Crit path launch | Q0 |
| Worst r2r path cells | 3 |
| Filler Cell Count | 393 |
| # DRC | 0 |
| CP endpoint | AS |
| Post-Synth AOI/OAI Area | 0.1107 |
| Yosys cell types | 18 |
| Reg clk slew, reported paths | 0.05 ns |
| Worst VDD drop | 0.2404 mV |
| Core ar. | 3416 um2 |
| Post-route setup TNS | 0 ns |
| Total gr overflow | 0 |
| CTS buffer count | 3 |
| Port bufs | 10 |
| Commonest cells post-synth | 6 x dfrtp_1, 5 x inv_1, 5 x nand2_1 |
| Chip width | 80 um |
| Starting DRT DRC Count | 37 |
| Layout area overhead | 51.90% |
| Critical Path, Cell by Cell | clkdlybuf4s50_1, ha_1, and2_1, or2_1, clkdlybuf4s50_1 |
| H-tree depth | 1 |
| Power Dens Cells | 1011 nW/um2 |
| Hold_buf cts | 0 |
| Xor+xnor area frac | 0.02422 |
| Leak | 0.2542 nW |
| Reg2reg setup slack | 1.40 ns |
| Root Buffer | clkbuf_4 |
| Setup Viol. Count Final | 0 |
| CP Capture Type | output port |
| Via-per-instance ratio | 2.844 |
| Max incr delay on CP | 0.42 ns |
| Syn Area/Cell | 10.04 um2 |
| Area leader, netlist | dfrtp_1 |
| GR Util All Layers | 0.02441 |
| Final tally of max-slew violations | 0 |
| FP Core Util | 0.1059 |
| Post-DP HPWL | 652.3 um |
| # Cells Yosys | 36 |
| Chip Height | 80 um |
| Clk latency late pin | 0.24 ns |
| Placed cell count | 92 |
| Post-synthesis mux area share | 0.02768 |
| Global-route wire length before repair | 1.200 mm |
| Arrival time worst endpoint | 1.85 ns |
| Tool warning count | 26 |
| Post-synth ARST share | 1.000 |
| I/O pins | 12 |
| Diode count | 0 |
| Post-Route Skew | 0.0007096 ns |
| RD Place Congestion | 0.7159 |
| Fin cells | 96 |
| Final Cell Area | 549.3 um2 |
| Sink Count | 7 |
| Post-route clock period utilization | 0.9699 |
| Routed wire per std cell | 7.615 um |
| Slowest cell on the critical path | clkdlybuf4s50_1 |
| Synthesized cell area | 361.6 um2 |
| Antenna Nets Post-Route | 0 |
| Die ar. | 6400 um2 |
| Comb area leader | simple AND/OR/NAND/NOR gates |
| Data required time of the worst path | 1.92 ns |
| Sequential cell area | 176.4 um2 |
| Crit start category | primary input |
| Row cnt | 21 |
| Yosys stat chip area | 361.6 um2 |
per-stage QoR:
| stage | power [mW] | setup WS, ns |
|---|---|---|
| floorplan | 0.3220 | 0.9303 |
| global placement | 0.4541 | -0.05263 |
| detailed placement | 0.4663 | -0.06090 |
| CTS | 0.5706 | 0.05019 |
| global route | 0.6106 | 0.01347 |
| finish | 0.5553 | 0.07235 |
cell families (layout without fill, tap and decap cells):
family          after synthesis  count (layout)
compound gates                6               6
xor+xnor                      1               1
fa+ha+maj                     3               3
buf+inv                       6              20
flops                         7               7
mux                           1               1
other cells                   1               1
simple gates                 11              11
flip-flops by register name, indices dropped and copies added (netlist names):
signal	count
ST	5
count	2
routing by layer:
layer,vias to the layer above,routed length (um),global-route usage
li1,142,-,-
met1,119,346,0.02890
met2,12,237,0.02889
met3,0,148,0.02727
met4,0,0,0.003521
met5,-,0,0
repair_timing:
item,CTS,global route
gates cloned,0,0
endpoints found under the setup margin,3,1
buffers inserted,0,0
gates resized,2,1
pin swaps,0,0
layout by cell type, fill, tap and decap left out, drive strengths merged, types with 2 or more instances in the layout:
cell type      Yosys  routed
a21oi              2       2
o21ai              3       3
nand2              5       5
dfrtp              6       6
inv                5       5
ha                 3       3
clkbuf             0       4
and2               2       2
clkdlybuf4s50      0       8
worst max-delay path, delay by kind of cell:
family                   cells  cell delay (ns)
buffers and inverters        2             0.83
adder cells (fa/ha/maj)      1             0.18
AND/OR/NAND/NOR              2             0.36
how the worst min path moves through the flow:
stage,to,slack (ns),depth (start not counted),startpoint
5_1_grt,count[0],0.48,2,reset
6_report,count[1],0.46,2,reset
4_1_cts,count[0],0.47,2,reset
cell type report:
cell class | count | area share
flip-flops and latches | 7 | 0.3212
multi-input cells | 23 | 0.2938
clock buffers | 4 | 0.04784
inverters | 5 | 0.03417
repair buffers | 11 | 0.1982
well taps | 46 | 0.1048
power by group:
group          internal (mW)  switching, mW
Clock                 0.0630         0.0369
Combinational          0.166         0.0772
Sequential             0.165         0.0472
Total                  0.394          0.161
No activity file was given, so power comes from the tool's default toggle rates.
